$ cat flow/design.v
module SMM0
#(
    parameter DATAWIDTH = 32,
    parameter BLOCKSIZE = DATAWIDTH * 1,
    parameter BUSWIDTH = BLOCKSIZE  * 4
)    
(
    input clk, rst,
    input signed [BUSWIDTH - 1:0] A, B,
    input load, sel,
    output reg [BUSWIDTH - 1 :0] C_out
);
    localparam BLOCK_00 = DATAWIDTH - 1, BLOCK_01 = DATAWIDTH * 2 - 1, BLOCK_10 = DATAWIDTH * 3 - 1, BLOCK_11 = DATAWIDTH * 4 - 1; 
    wire [BLOCKSIZE - 1:0] A_00;
    wire [BLOCKSIZE - 1:0] A_01;
    wire [BLOCKSIZE - 1:0] A_10;
    wire [BLOCKSIZE - 1:0] A_11;
    wire [BLOCKSIZE - 1:0] B_00;
    wire [BLOCKSIZE - 1:0] B_01;
    wire [BLOCKSIZE - 1:0] B_10;
    wire [BLOCKSIZE - 1:0] B_11;
    wire load_TS, compute_M, compute_C, write_out;
    assign A_00 = A[BLOCK_00 -: DATAWIDTH];
    assign A_01 = A[BLOCK_01 -: DATAWIDTH];
    assign A_10 = A[BLOCK_10 -: DATAWIDTH];
    assign A_11 = A[BLOCK_11 -: DATAWIDTH];
    assign B_00 = B[BLOCK_00 -: DATAWIDTH];
    assign B_01 = sel ? B[BLOCK_00 -: DATAWIDTH] 
                : B[BLOCK_01 -: DATAWIDTH];
    assign B_10 = B[BLOCK_10 -: DATAWIDTH];
    assign B_11 = sel ? B[BLOCK_10 -: DATAWIDTH] 
                        : B[BLOCK_11 -: DATAWIDTH];
    integer i, j;
    reg signed [DATAWIDTH - 1:0] C [3:0];
    reg signed [DATAWIDTH - 1:0] T [6:0];
    reg signed [DATAWIDTH - 1:0] S [6:0];
    reg signed [DATAWIDTH - 1:0] M [6:0];
    SMM0_ctrl ctrl(
        .clk(clk),
        .rst(rst),
        .load(load),
        .load_TS(load_TS),
        .compute_M(compute_M),
        .compute_C(compute_C),
        .write_out(write_out)
    );
    always @(posedge clk) begin
        if (rst) for (i = 0; i < 7; i = i + 1) T[i] <= 'b0;
        else if (load_TS) begin
            T[0] <= sel ? 'b0 : A_00 + A_11;
            T[1] <= A_10 + A_11;
            T[2] <= A_00;
            T[3] <= A_11;
            T[4] <= A_00 + A_01;
            T[5] <= sel ? 'b0 : A_10 - A_00;
            T[6] <= sel ? 'b0 : A_01 - A_11;
        end
    end
    always @(posedge clk) begin
        if (rst) for (j = 0; j < 7; j = j + 1) S[j] <= 'b0;
        else if(load_TS) begin
            S[0] <= sel ? 'b0 : B_00 + B_11;
            S[1] <= B_00;
            S[2] <= B_01 - B_11;
            S[3] <= B_10 - B_00;
            S[4] <= B_11;
            S[5] <= sel ? 'b0 : B_00 + B_01;
            S[6] <= sel ? 'b0 : B_10 + B_11;
        end
    end
    always @(posedge clk) begin
        if (rst) for (i = 0; i < 7; i = i + 1) M[i] <= 0;
        else if (compute_M) begin
            M[0] <= sel ? 'b0 : T[0] * S[0];
            M[1] <= T[1] * S[1];
            M[2] <= T[2] * S[2];
            M[3] <= T[3] * S[3];
            M[4] <= T[4] * S[4];
            M[5] <= sel ? 'b0 : T[5] * S[5];
            M[6] <= sel ? 'b0 : T[6] * S[6];
        end
    end
    always @(posedge clk) begin
        if (rst) for (i = 0; i < 4; i = i + 1) C[i] <= 'b0;
        else if (compute_C) begin
            C[0] <= sel ? 'b0 : M[0] + M[3] - M[4] + M[6];
            C[1] <= M[2] + M[4]; 
            C[2] <= M[1] + M[3]; 
            C[3] <= sel ? 'b0 : M[0] - M[1] + M[2] + M[5];
        end
    end
    always @(posedge clk) begin
        if (rst) C_out <= 'b0;
        else if (write_out) begin
            if (!sel)   C_out <= {C[3], C[2], C[1], C[0]};
            else        C_out <= {C[3], C[2], C[0], C[1]};
        end
    end
endmodule
module SMM0_ctrl (
    input clk, rst, load,
    output reg load_TS,
    output reg compute_M,
    output reg compute_C,
    output reg write_out
);
    localparam IDLE = 0, LOAD_TS = 1, MUL_STAGE = 2, ADD_STAGE = 3, OUTPUT_STAGE = 4;
    reg [2:0] current_state;
    reg [2:0] next_state;
    always @(posedge clk) begin
        if (rst)
            current_state <= IDLE;
        else
            current_state <= next_state;
    end
    always @(*) begin
        next_state = current_state;
        case (current_state)
            IDLE:         if (load) next_state = LOAD_TS;
            LOAD_TS:      next_state = MUL_STAGE;
            MUL_STAGE:    next_state = ADD_STAGE;
            ADD_STAGE:    next_state = OUTPUT_STAGE;
            OUTPUT_STAGE: next_state = IDLE;
            default : next_state = IDLE;
        endcase
    end
    always @(*) begin
        load_TS     = (current_state == LOAD_TS);
        compute_M   = (current_state == MUL_STAGE);
        compute_C   = (current_state == ADD_STAGE);
        write_out   = (current_state == OUTPUT_STAGE);
    end
endmodule
$ cat flow/run.sh
#!/bin/bash
# OpenROAD 26Q1-2900-gdf79404cd8, Yosys 0.63+post, stock flow scripts
make -C /OpenROAD-flow-scripts/flow DESIGN_CONFIG=/design/flow/config.mk WORK_HOME=/design/flow/orfs finish
$ cat flow/config.mk
export PLATFORM = sky130hd
export DESIGN_NAME = SMM0
export DESIGN_NICKNAME = SMM0
export VERILOG_FILES = /design/flow/design.v
export SDC_FILE = /design/flow/constraint.sdc
export NUM_CORES = 4
export LEC_CHECK = 1
export CORE_UTILIZATION = 40
$ cat flow/constraint.sdc
current_design SMM0

set clk_period 23.0
set clk_io_pct 0.2

create_clock -name clk0 -period $clk_period [get_ports {clk}]

set non_clock_inputs [all_inputs -no_clocks]
set_input_delay [expr $clk_period * $clk_io_pct] -clock clk0 $non_clock_inputs
set_output_delay [expr $clk_period * $clk_io_pct] -clock clk0 [all_outputs]
==> notes.md <==
run results: top_reg_cell synth=dfxtp_1, ratio of final minimum period to clock period=36.80%, clock latency (worst-skew pair)=0.95 ns, Post-synth regs=933, # setup viols final=0, post-DP HPWL=517.4 mm, Layout area overhead=9.331%, Post-Route Setup TNS=0 ns, number of global-route vias before repair=131.1k, post_cts resized=0, Finished Core Util=44.07%, CTS tree=built, global route hottest layer=met2, RD Place Congestion=1.052, Worst EP arrival=9.18 ns, Max Fclk=0.1182 GHz, Fill cells=40.03k, GR met3 Demand/Resource=13.93%, # rows=236, htree depth=3, DR WL/cell=25.21 µm, largest net degree at the start of global routing=134, sequential cell area fraction in the yosys report=11.18%, drt drc=0, RSZ-0062 raised after global routing=no, kind of critical path=register to register, # hold bufs at CTS=0, clock share of power=34.9%, Via density=5.174, DIE WIDTH=648.3 µm, CTS buffer count=123, met2 Use GR=46.93%, initial antenna violation count=57, relative slew slack=31.31%, port bufs=387, Post-CTS Setup Inserts=0, placed cell count=24.18k, Mapped Avg Cell Area=8.924 µm², die extent in y=648.3 µm, Syn Std Cell Area=167100 µm², PwrDens=32.88 nW/µm², ANT nets after route=0, Core Footprint=414600 µm², Post-synth ARST share=0%, Global Route Usage Sum=31.48%, clk_skew=0.09967 ns, clk buf depth=4, actual slew at the worst max-slew pin=1.020 ns, OpenROAD warnings=28, yosys stat area=167100 µm², Yosys warnings=6, P_leak=0.08676 µW, WHS Path Cells=2, final WL=616.2 mm, CP Max Fanout=14, root buffer cell=clkbuf_16, CTS sink count=933, switch share=39.46%, Psw=2370 µW, sequential share of power=29.2%, largest area contributor in the netlist=fa_1, Total Power=6006 µW, Crit. End Element=register, maximum VDD drop=67.85 µV, Yosys top cell by instances=inv_1, Starting DRT DRC Count=6496, Final Non-Filler Cells=24.45k, Area leader share=35.85%, r2r endpoint=M[3][28]$_SDFFE_PP0P_, max-cap viol count=0, distinct lib cells=112, Int Power=3636 µW, Final Hold Fails=0, post-route minimum period=8.464 ns, Gate Count Post-Synth=18.73k, Fin Hold WS=0.4494 ns, chip area=420300 µm², status=finished, final reports clean, DR pass1 iterations=5, first-pass GRT wire length=901.9 mm, share of cells above drive strength 1=4.559%, CTS clk-pin slew, worst paths=0.06 ns, FF-to-FF path depth=26, R2R Setup Slk=14.54 ns, total global routing overflow=0, Area contributors post-synth=fa_1, dfxtp_1, ha_1, Reg-to-Reg Start=S[3][6]$_SDFFE_PP0P_, I/O pin count=388, top post-synthesis cells by count=inv_1, fa_1, and2_1, nand2_1, ha_1, Hold WC Path Type=register to register, EDFF count, synth=0, via count=126.5k, met1 Track Usage GR=39.31%, Comb power frac=35.9%, Critical Path RT=23.72 ns, ys cells=18.73k, Pins Over Slew Limit=0, critical path launch point type=register, Hold EP=ctrl.current_state[0]$_DFF_P_, Hold Crit Start=ctrl.current_state[0]$_DFF_P_, FP Util=40.31%
## per-layer routing
| metal | up-vias | wire [µm] |
|---|---|---|
| met3 | 983 | 67390 |
| met4 | 30 | 41810 |
| li1 | 57970 | - |
| met1 | 63170 | 229600 |
| met2 | 4333 | 277100 |
| met5 | - | 360 |
## cell families after synthesis
kind of cell / synth area share [%]
flops: 11.18
compound gates: 8.460
simple gates: 16.64
mux: 2.702
fa+ha+maj: 46.35
buf+inv: 9.634
xor+xnor: 5.037
## worst max path at each step
stage	slack, ns	endpoint	start
4_1_cts	14.66	M[3][28]$_SDFFE_PP0P_	S[3][6]$_SDFFE_PP0P_
6_report	14.54	M[3][28]$_SDFFE_PP0P_	S[3][6]$_SDFFE_PP0P_
5_1_grt	14.14	M[3][28]$_SDFFE_PP0P_	S[3][6]$_SDFFE_PP0P_
## flip-flops by register name, summed over array words and instances (netlist names)
register and count:
S 224, C 128, T 224, M 224
C_out 128, ctrl.current_state 5
## power groups by stage
stage	Combinational (µW)	Clock, µW	Sequential (µW)
final	2150	2100	1760
after global routing	2320	2190	1760
after CTS	2140	2130	1750
## layout make-up
cell class / instances / area (µm²) / area share [%]
Antenna cell: 46 / 115.1 / 0.06301
Clock buffer: 164 / 3475 / 1.902
Clock inverter: 62 / 807.0 / 0.4417
Inverter: 3368 / 12650 / 6.924
Multi-Input combinational cell: 13510 / 132400 / 72.47
Sequential cell: 933 / 18700 / 10.23
Tap cell: 5474 / 6849 / 3.749
Timing Repair Buffer: 893 / 7709 / 4.219
## critical path, stage by stage, from the launching register on
cell	delay [ns]
dfxtp_1	0.67
buf_4	0.30
and2_1	0.17
fa_1	0.44
fa_1	0.50
fa_1	0.52
inv_1	0.05
fa_1	0.47
inv_1	0.05
fa_1	0.50
inv_1	0.06
fa_1	0.53
inv_1	0.05
fa_1	0.38
fa_1	0.47
ha_1	0.35
a21o_1	0.18
a21o_1	0.18
a21o_1	0.17
a21oi_1	0.13
o211ai_1	0.11
o31a_1	0.25
o21ai_0	0.79
nand2b_1	0.11
a21oi_1	0.20
xor2_1	0.47
o21ai_0	0.14
## through the flow
step           worst slack, ns  instance area, µm²
6_report                 14.54              182700
5_1_grt                  14.14              182600
4_1_cts                  14.66              182600
3_5_place_dp             13.80              178300
3_3_place_gp             13.79              178300
2_1_floorplan            14.32              167100
## layout by cell type, fill, tap and decap left out, types with 27 or more instances in the layout
master and count:
a211oi_1 191, a21o_1 252, a21oi_1 514, a22o_1 73, a22oi_1 185, a31oi_1 49
and2_1 2158, and3_1 36, buf_4 503, clkbuf_16 125, clkdlybuf4s50_1 383, dfxtp_1 926
diode_2 46, fa_1 2992, ha_1 1403, inv_1 3363, mux2_2 32, mux2i_1 415
nand2_1 1909, nand2b_1 104, nand3_1 95, nand4_1 27, nor2_1 974, nor2b_1 72
nor3_1 100, o211ai_1 27, o21a_1 98, o21ai_0 340, o21bai_1 67, or3_1 41
xnor2_1 694, xor2_1 267
Power and IR drop assume default switching activity.
