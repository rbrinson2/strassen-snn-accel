## design/flow/design.v

```verilog
module SMM1_ctrl (
    input clk, rst,
    input load,
    output reg load_TS,
    output reg compute_M,
    output reg compute_C,
    output reg write_out
);
    localparam
        IDLE        = 3'b000,
        LOAD_TS     = 3'b001,
        COMPUTE_M   = 3'b010,
        WAIT_M      = 3'b011,
        COMPUTE_C   = 3'b100,
        WRITE_OUT   = 3'b101;
    reg [3:0] wait_counter;
    reg [2:0] current_state, next_state;
    always @(posedge clk or posedge rst) begin
        if (rst)
            current_state <= IDLE;
        else
            current_state <= next_state;
    end
    always @(*) begin
        next_state = current_state;
        case (current_state)
            IDLE:        if (load) next_state = LOAD_TS;
            LOAD_TS:     next_state = COMPUTE_M;
            COMPUTE_M:   next_state = WAIT_M;
            WAIT_M:      next_state = (wait_counter >= 'd3) ? COMPUTE_C : WAIT_M;
            COMPUTE_C:   next_state = WRITE_OUT;
            WRITE_OUT:   next_state = IDLE;
            default:     next_state = IDLE;
        endcase
    end
    always @(posedge clk or posedge rst) begin
        if (rst)
            wait_counter <= 'd0;
        else if (current_state == WAIT_M)
            wait_counter <= wait_counter + 1;
        else
            wait_counter <= 'd0;
    end
    always @(*) begin
        load_TS    = (current_state == LOAD_TS);
        compute_M  = (current_state == COMPUTE_M);
        compute_C  = (current_state == COMPUTE_C);
        write_out  = (current_state == WRITE_OUT);
    end
endmodule
```

## design/flow/constraint.sdc

```tcl
current_design SMM1_ctrl

set clk_period 1.4
set clk_io_pct 0.2

create_clock -name clk0 -period $clk_period [get_ports {clk}]

set non_clock_inputs [all_inputs -no_clocks]
set_input_delay [expr $clk_period * $clk_io_pct] -clock clk0 $non_clock_inputs
set_output_delay [expr $clk_period * $clk_io_pct] -clock clk0 [all_outputs]
```

## design/flow/run.sh

```bash
#!/bin/bash
# OpenROAD 26Q1-2900-gdf79404cd8, Yosys 0.63+post, stock flow scripts
make -C /OpenROAD-flow-scripts/flow DESIGN_CONFIG=/design/flow/config.mk WORK_HOME=/design/flow/orfs finish
```

## design/flow/config.mk

```make
export PLATFORM = sky130hd
export DESIGN_NAME = SMM1_ctrl
export DESIGN_NICKNAME = SMM1_ctrl
export VERILOG_FILES = /design/flow/design.v
export SDC_FILE = /design/flow/constraint.sdc
export NUM_CORES = 4
export LEC_CHECK = 1
export CORE_AREA = 10 10 70 70
export DIE_AREA = 0 0 80 80
```

==> run summary <==
Implementation results.

In this run the cell area of the synthesized design comes to 362 um^2. For this design, the slowest cell found on the critical path is dfrtp_1. The number of pins with negative max-slew slack in the final report is 0.

The max capacitance violation total is 0. The chip area is 6400 um^2. The number of buffers added on ports is 6. In the synthesized netlist, the cells that appear most often are dfrtp_1, and2_1, a21o_1, inv_1, nor2b_1. The setup path with the least slack is of type register to output port. For this run, the number of Yosys warnings is 1.

Measured along the y axis, the die boundary spans 80 um. Sorting the synthesis cell report by count puts at the top dfrtp_1. By area the synthesized netlist is led by dfrtp_1, dfstp_2, and2_1, a21o_1, ha_1. The multiplexer share of the synthesized area is 2.77%. The ratio of total power to cell area is 1030 nW/um^2. For the worst setup path, the data required time is 1.12 ns. Measured in cells, the most critical reg-to-reg path has a length of 3. According to the timing report, the critical path is captured at compute_M. The DRC marker count from the first detailed-route iteration is 1. The longest incremental delay of any stage on the critical path is reported as 0.38 ns. TritonCTS built the clock tree. The iteration count recorded for the first detailed-route pass is 2. The layout cell share with drive strength beyond 1 is 21.1%. The count of pins on the block boundary is 7. The leading register cell type out of synthesis is dfrtp_1. In the final timing run, aggregate negative setup slack is 0 ns. The type of origin of the critical path is a register. The number of antenna repair diodes is 0. Setup repair after global routing left no endpoint under its margin. Per the Yosys statistics, synthesis produced 26 cells. The critical path startpoint is current_state[2]. The last timing report of the flow puts the setup violation total at 0. The share of async-settable or async-resettable flops after synthesis is 100%.

Power comes to 0.552 mW. Data arrives at the worst endpoint at 0.89 ns. The measured slew at the worst slew-check pin is 0.366 ns. The via count normalized by instance count is 2.57. Dividing the synthesized area by the synthesized cell count gives 13.9 um^2. The post-synthesis share of cell area spent on and, or, nand and nor gates is 15.6%. STA lists the endpoint of the worst register-to-register path as wait_counter[2]. The later pin in the worst-skew pair is clocked with a latency of 0.26 ns. The number of rows created at floorplan is 21. The instance count of the mapped netlist is 26. The sum of routed wire length over all layers is 592 um. The global-route wire length before repair is 1110 um. Checking max transition, the worst relative margin is 75.6%.

The combinational family with the most area after synthesis is simple AND/OR/NAND/NOR gates. Before placement the cells fill 10.6% of the core. In the final routed layout, each cell accounts on average for 7.05 um. The combined global-route utilization of all metal layers is 2.14%.

The area share of and-or/or-and cells after synthesis is 4.15%. The final global-route overflow total is 0. The critical path goes through dlygate4sd2_1. In this run, synthesis produced a sequential element count of 10. The routed layout reports a DRC error count of 0. Summing the areas of all fa, ha and maj instances in the mapped netlist gives 3.46% of the synthesized area. Per the gpl log, the routability congestion estimate is 0.716.

The final number of hold-violating endpoints is 0. The kind of cell with the highest combined delay along the critical path is flip-flops. Of the synthesized area, sequential elements account for 69.6%. The run finished with clean final reports.

The area reported by Yosys stat is 362 um^2. The STA report counts the stages on the worst setup path as 1. For this run, the top clock speed supported by timing is 857 MHz. The floorplan core area is 3420 um^2. Setup slack on the worst reg-to-reg path comes out at 0.35 ns. The largest net degree at the start of global routing is 11. Looking at the VDD voltage map, the peak drop is 324 uV. Detailed routing inserted a total of 216 vias. The width of the die is 80 um. The kind of end point of the critical path is an output port. The cell sitting at the root of the clock tree is a clkbuf_4. In this run, synthesis inferred 0 flip-flops with an integrated enable. Looking at the reg2reg group, the worst path starts from wait_counter[0]. The leakage dissipation is 0.331 nW.

The clock passes through at most 2 buffers. Of the post-synthesis cell area, the dominant cell type holds 62.3%. The tightest min-delay check is of the primary input to asynchronous set/reset pin type. The detail route stage leaves a number of antenna-violating nets equal to 0. The library cell with the largest summed area after synthesis is dfrtp_1.

The final worst-path cycle share is 83.3%. The setup clock skew after layout is 0.00142 ns. Clock tree synthesis found a total of 10 sinks. The post-route minimum period is 1.17 ns. Synthesis instantiated 13 different standard cells from the library. The H-tree depth is 1. The number of global-route vias before repair is 264. The number of antenna violations at the first check in global routing is 0.

The total clock buffers created by CTS is 3. Together, buffers and inverters on the worst path number 1. The xor and xnor area share after synthesis is 2.42%. Looking at the critical path, the highest net fanout was 2.

The logs give a warning total of 25. The timing report gives the clock slew at the launch and capture registers of the worst setup and hold paths as 0.06 ns. The area growth from synthesis to final layout is 48.4%.
layout make-up:
class / count / area (um^2)
multi-input cells: 14 / 103
inverters: 2 / 7.51
well taps: 46 / 57.6
clock buffers: 4 / 36.3
repair buffers: 8 / 81.3
flip-flops and latches: 10 / 251
fillers: 389 / 2880
repair_timing:
action / in CTS / in global routing
hold buffers: 0 / 0
resized: 1 / 3
setup endpoints to repair: 1 / 3
setup buffers: 1 / 1
power by group:
part	leakage (nW)	internal (mW)	switching (mW)
sequential	0.136	0.289	0
clock	0.0210	0.158	0.0937
combinational	0.174	0.00528	0.00646
logic make-up after synthesis:
family          Yosys count
compound gates            2
xor+xnor                  1
fa+ha+maj                 1
buf+inv                   2
flops                    10
mux                       1
simple gates              9
registers in the layout, indices dropped and copies added (netlist names):
name and count:
current_state 6, wait_counter 4
stage by stage:
stage / instance area (um^2) / setup slack [ns] / hold slack [ns] / util, % / cells
6_report: 537 / 0.233 / 0.290 / 15.7 / 84
5_1_grt: 537 / 0.184 / 0.320 / 15.7 / 84
4_1_cts: 522 / 0.0142 / 0.300 / 15.3 / 83
3_5_place_dp: 479 / 0.272 / 0.362 / 14.0 / 78
3_3_place_gp: 479 / 0.269 / 0.361 / 14.0 / 78
2_1_floorplan: 362 / 0.390 / 0.119 / - / 26
worst min path at each step:
stage         start  cells past startpoint  slack [ns]                to
global route    rst                      2        0.32   wait_counter[1]
finish          rst                      2        0.29   wait_counter[2]
CTS             rst                      2        0.30  current_state[5]
routing by layer:
layer	wire length [um]	vias to the layer above	share of wire, %	GRT usage [%]
met1	255	100	43	2.57
li1	-	107	-	-
met5	0	-	0	0
met4	11	0	1.9	0.528
met3	71	2	12	1.59
met2	253	7	43	2.97
placed cells by master, fill, tap and decap left out:
master,synthesis,final
dfrtp_1,9,9
and2_1,3,3
clkbuf_4,0,3
dlymetal6s2s_1,0,3
nor2b_1,2,2
inv_1,2,2
a21o_1,2,2
clkdlybuf4s50_1,0,2
buf_4,0,2
nor3_2,1,1
nand2b_1,1,1
nand2_1,1,1
nand3_1,1,1
mux2i_1,1,1
xor2_1,1,1
ha_1,1,1
clkbuf_8,0,1
dfstp_2,1,1
dlygate4sd2_1,0,1
Power and IR drop assume default switching activity.
